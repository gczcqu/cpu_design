==> design/flow/design.v <==
`timescale 1ns / 1ps
module alu(
	input wire[31:0] a,b,
	input wire[2:0] op,
	output reg[31:0] y,
	output reg overflow,
	output wire zero
    );
	always @(*) begin
		case (op[2:0])
			3'b000: y <= a & b;
			3'b001: y <= a | b;
			3'b010: y <= ~(a | b);
			3'b011: y <= a^b;
			3'b100:begin
				y <= b<<16;
			end
			default : y <= 32'b0;
		endcase	
	end
	assign zero = (y == 32'b0);
endmodule
==> design/flow/run.sh <==
#!/bin/bash
# OpenROAD 26Q1-2900-gdf79404cd8, Yosys 0.63+post, stock flow scripts
make -C /OpenROAD-flow-scripts/flow DESIGN_CONFIG=/design/flow/config.mk WORK_HOME=/design/flow/orfs finish
==> design/flow/config.mk <==
export PLATFORM = sky130hd
export DESIGN_NAME = alu
export DESIGN_NICKNAME = alu
export VERILOG_FILES = /design/flow/design.v
export SDC_FILE = /design/flow/constraint.sdc
export NUM_CORES = 4
export LEC_CHECK = 1
export CORE_AREA = 10 10 94 94
export DIE_AREA = 0 0 104 104
==> design/flow/constraint.sdc <==
current_design alu

set clk_period 5.2
set clk_io_pct 0.2

create_clock -name clk0 -period $clk_period

set non_clock_inputs [all_inputs -no_clocks]
set_input_delay [expr $clk_period * $clk_io_pct] -clock clk0 $non_clock_inputs
set_output_delay [expr $clk_period * $clk_io_pct] -clock clk0 [all_outputs]
==> impl_metrics.py <==
# Synthesis and PnR figures
metrics = {
    "flow_run": {
        "openroad_warning_count": 64,
        "max_cap_violations": 0,
    },
    "sta": {
        "worst_slew_pin_slew_ns": 0.7146,
        "fin_worst_hold_slack_ns": 3.109,
        "final.setup.tns_ns": 0,
        "fmaxAchievable_mhz": 203.7,
        "final_hold_viol_count": 0,
        "timing.max_slew.rel_slack": 0.5175,
        "rsz_0062_raised_after_global_routing": "false",
        "finalMaxSlewViolations": 0,
        "fin_crit_ns": 4.910,
        "min_period_over_period": 0.9442,
        "setup_violations": 0,
    },
    "synthesis": {
        "ys_chip_area_mm2": 0.002445,
        "yosys-top-cells-count": "sky130_fd_sc_hd__inv_1 (73), sky130_fd_sc_hd__ha_1 (64), sky130_fd_sc_hd__nand2_1 (12), sky130_fd_sc_hd__nand3_1 (12), sky130_fd_sc_hd__nor2_1 (12)",
        "ys_cells": 343,
        "yosysWarnings": 2,
        "post_synth_main_area_contributors": "sky130_fd_sc_hd__ha_1 (33%), sky130_fd_sc_hd__inv_1 (11%), sky130_fd_sc_hd__mux2i_1 (4.1%)",
        "synthesized_area_per_cell_um2": 7.128,
        "ys_seq_frac": 0,
        "post_synthesis_cell_type_with_the_largest_combined_area": "sky130_fd_sc_hd__ha_1",
        "synthDominantCellAreaShare": 0.3275,
        "yosysUniqueCellTypes": 52,
        "mappedNetlistArea_mm2": 0.002445,
        "synthMostInstantiatedCell": "sky130_fd_sc_hd__inv_1",
        "synth_cells": 343,
    },
    "route": {
        "avgViaCountPerCell": 5.103,
        "drtIter0Drc": 112,
        "wl_um": 8070,
        "drcViolationCount": 0,
        "vias": 2684,
        "drtAntennaViolNets": 0,
        "route.antenna.diode_count": 0,
        "drtPass1Iterations": 4,
        "drt-wirelength-per-cell_um": 15.34,
    },
    "global_routing": {
        "number_of_antenna_violations_at_the_first_check_in_global_routing": 0,
        "globalRouteTotalUtil": 0.1423,
        "groute.layer.met3.usage": 0.01316,
        "maximum_number_of_pins_on_one_net_before_global_route_repair": 32,
        "global_route.usage.met1": 0.1968,
        "global_route.overflow_total": 0,
        "global_route.peak_usage_layer": "met2",
        "first_pass_grt_wire_length_um": 13300,
        "grt_pass1_vias": 2595,
        "grt.met2_usage": 0.2468,
    },
    "placement": {
        "port_buffers": 100,
        "dpl-instance-area_mm2": 0.003513,
        "hpwlAfterDp_um": 6876,
        "gp_congestion": 0.8595,
    },
    "worst_hold_path": {
        "worst_hold_path_type": "input pin to output pin",
        "timing.hold.worst.start": "b[1]",
        "hold_depth": 3,
        "hold_end": "y[17]",
    },
    "setup_path": {
        "data_arrival_time_of_the_worst_path_ns": 3.87,
        "delay_of_the_slowest_cell_on_the_worst_path_ns": 0.56,
        "critical_path.cell_chain": "clkdlybuf4s50_1 -> buf_4 -> or2_2 -> o221ai_1 -> o21ai_0 -> nor4b_1 -> nand4_1 -> nor3_2 -> clkdlybuf4s50_1",
        "critical_path_required_ns": 4.16,
        "critPathLaunchType": "input pin",
        "worst_path_max_delay_cell": "sky130_fd_sc_hd__clkdlybuf4s50_1",
        "path_common_cell": "sky130_fd_sc_hd__clkdlybuf4s50_1",
        "path_max_fanout": 14,
        "setup.worst_path.end_class": "output pin",
        "timing_worst_setup_path_type": "input pin to output pin",
    },
    "power_and_ir_drop": {
        "leakage_nw": 1.702,
        "vdd.ir_drop.worst_mv": 0.04384,
        "power.density_mw_per_mm2": 74.10,
    },
    "floorplanning": {
        "die_width_um": 104,
        "fp_util": 0.3579,
        "boundaryPins": 101,
        "placementRows": 30,
        "overall_die_height_um": 104,
        "placeableCoreArea_mm2": 0.006832,
        "chip_area_mm2": 0.01082,
    },
    "run_status": {
        "status": "complete, no violations",
    },
    "cts": {
        "cts_hold_repair.buffers": 0,
        "cts_setup_buffers": 0,
    },
    "finish": {
        "sequential_cell_area_um2": 0,
        "drive_above_1_share": 0.05116,
        "logic_area_mm2": 0.002024,
        "filler_cell_count": 690,
        "syn_to_final_growth_pct": 43.81,
        "nFlopsAndLatches": 0,
        "clockBufferCount": 0,
        "postLayoutCoreUtil": 0.5147,
        "postLayoutCellArea_mm2": 0.003516,
    },
}
-- where the power goes --
part / total, mW / switching, mW / internal, mW
clock: 0 / 0 / 0
combinational: 0.261 / 0.115 / 0.146
sequential: 0 / 0 / 0
-- layout by cell type, fill, tap and decap left out, types with 3 or more instances in the layout --
cell type,count
sky130_fd_sc_hd__o21ai_0,6
sky130_fd_sc_hd__mux2i_1,10
sky130_fd_sc_hd__nor2_1,12
sky130_fd_sc_hd__o31ai_1,3
sky130_fd_sc_hd__clkdlybuf4s50_1,99
sky130_fd_sc_hd__nor3_1,8
sky130_fd_sc_hd__inv_1,73
sky130_fd_sc_hd__a31oi_1,11
sky130_fd_sc_hd__nor2b_1,5
sky130_fd_sc_hd__nand3_1,12
sky130_fd_sc_hd__o221ai_1,4
sky130_fd_sc_hd__o32ai_1,7
sky130_fd_sc_hd__a21oi_1,5
sky130_fd_sc_hd__or3_1,6
sky130_fd_sc_hd__a32oi_1,6
sky130_fd_sc_hd__nand2_1,12
sky130_fd_sc_hd__nor4_1,5
sky130_fd_sc_hd__and3_1,8
sky130_fd_sc_hd__ha_1,64
sky130_fd_sc_hd__o311ai_0,9
sky130_fd_sc_hd__nor4b_1,10
sky130_fd_sc_hd__a21o_1,3
sky130_fd_sc_hd__buf_4,13
sky130_fd_sc_hd__a22oi_1,4
-- worst max-delay path: cells and delay by family --
| family | cells | cell delay, ns |
|---|---|---|
| compound gates | 2 | 0.30 |
| simple gates | 4 | 1.20 |
| buf+inv | 3 | 1.33 |
-- logic make-up (layout without fill, tap and decap cells) --
family                     Yosys count  count (layout)  share of synthesized area
AOI/OAI and AO/OA                   72              72                     0.2201
and+or+nand+nor                     92              92                     0.2185
other                                1               1                   0.001534
buffers and inverters              100             187                     0.1730
muxes                               14              14                    0.05937
adders and majority gates           64              64                     0.3275
-- timing repair --
item / in CTS / in global routing
endpoints found under the hold margin: 0 / 0
resized: 0 / 1
setup endpoints to repair: 0 / 1
-- routing by layer --
layer  up-vias  part of all wire  wire (um)
li1       1396                 -          -
met1      1198              0.48       3867
met2        90              0.47       3829
met3         0             0.046        373
met4         0                 0          0
met5         -                 0          0
-- area by class of cell --
| type | count | share of cell area |
|---|---|---|
| multi-input cells | 243 | 0.5758 |
| inverters | 74 | 0.07900 |
| well taps | 96 | 0.03416 |
| repair buffers | 113 | 0.3110 |
-- metrics by stage --
stage	setup WS, ns	instances	power (mW)
floorplan	1.807	343	0.1214
global placement	0.2716	526	0.2619
detailed placement	0.2007	526	0.2616
CTS	0.2005	526	0.2637
global route	0.08532	526	0.2920
finish	0.2901	526	0.2605
-- worst max-delay path by stage --
stage      from  cells past startpoint    to
4_1_cts   op[1]                      9  zero
5_1_grt   op[1]                      9  zero
6_report  op[1]                      9  zero
Power and IR drop assume default switching activity.
